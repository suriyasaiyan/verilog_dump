==> /design/flow/design.v <==
`timescale 1ns / 1ps
module rotatebybard (
    input clk,
    input reset,
    input [31:0] data,
    input [4:0] shift,
    output [31:0] left_rotate,
    output [31:0] right_rotate
);
    assign left_rotate = (data << shift) | (data >> (32 - shift));
    assign right_rotate = (data >> shift) | (data << (32 - shift));
endmodule
==> /design/flow/run.sh <==
#!/bin/bash
# OpenROAD 26Q1-2900-gdf79404cd8, Yosys 0.63+post, stock flow scripts
make -C /OpenROAD-flow-scripts/flow DESIGN_CONFIG=/design/flow/config.mk WORK_HOME=/design/flow/orfs finish
==> /design/flow/config.mk <==
export PLATFORM = sky130hd
export DESIGN_NAME = rotatebybard
export DESIGN_NICKNAME = rotatebybard
export VERILOG_FILES = /design/flow/design.v
export SDC_FILE = /design/flow/constraint.sdc
export NUM_CORES = 4
export LEC_CHECK = 1
export CORE_UTILIZATION = 30
==> /design/flow/constraint.sdc <==
current_design rotatebybard

set clk_period 10.8
set clk_io_pct 0.2

create_clock -name clk0 -period $clk_period

set non_clock_inputs [all_inputs -no_clocks]
set_input_delay [expr $clk_period * $clk_io_pct] -clock clk0 $non_clock_inputs
set_output_delay [expr $clk_period * $clk_io_pct] -clock clk0 [all_outputs]
==> results.toml <==
# implementation run metrics
[sta]
worst-slew-pin-transition_ns = 0.954
finalHoldViolations = 0
report.final.slew_viol_count = 0
grt_setup_unrepaired = "no"
totalNegativeSetupSlack_ns = 0
period_used_share = 0.821
finalSetupViolations = 0
max_freq_ghz = 0.113
max-slew-margin-rel = 0.362
timing.final.crit_period_ns = 8.86

[yosys]
yosys.cell_types.count = 68
synth_cells = 854
syn-mean-instance-area_um2 = 8.69
ys_cells = 854
syn_std_cell_area_um2 = 7420
synthesis.yosys.warnings = 0
synth.yosys.seq_area_share = 0
yosys-stat-area_um2 = 7420

[placed_design]
place.detailed.hpwl_um = 27100
postPlaceCellArea_um2 = 8480
place_congestion = 1.04
count_of_input_and_output_buffers = 101

[pwr]
switching_share = 0.541
leakage_nw = 2.98
cell_internal_pwr_mw = 0.279
switchingPower_mw = 0.329
comb_power_share = 1.000
report.power.total_mw = 0.608
cellPowerDensity_nw_per_um2 = 71.7
seq_power_share = 0
clockPowerShare = 0
peakVddDrop_uv = 29.5

[detailed_routing]
final_routed_wirelength_across_all_metal_layers_um = 38900
post-route-drc-count = 0
vias_per_cell = 7.03
route.vias.total = 8388
drt_first_iter_violations = 904
detail_route.antenna_diodes = 0
drt-pass1-iter-count = 5
antenna_violating_nets_post_route = 0
routed_wire_length_per_instance_um = 32.6

[run]
tool_warnings = 34
maxCapViolations = 0

[finish]
post_route_cells_drive_above_1_share = 0.251
register_area_um2 = 0
area_delta_synth_final_pct = 14.3
numSequentialCells = 0
fin_area_um2 = 8480
fill_cells = 2506
layout_top_cell = "sky130_fd_sc_hd__mux4_2"
n_clock_buffer = 0
most-common-layout-cells = "sky130_fd_sc_hd__mux4_2 (116), sky130_fd_sc_hd__nor2_1 (106), sky130_fd_sc_hd__clkdlybuf4s50_1 (96), sky130_fd_sc_hd__mux2i_1 (91), sky130_fd_sc_hd__nand2_1 (79)"

[clocking]
cts.repair.resized = 0
cts.repair_timing.setup_buffer_count = 0
ctsHoldBuffers = 0

[setup_path]
endpoint_kind = "output pin"
required_time_of_the_critical_path_ns = 8.64
critical_path.startpoint_type = "primary input"
worstPathMaxFanout = 60
critical_path_class = "primary input to output pin"
crit_arrival_ns = 6.70
cp-startpoint = "shift[0]"

[floorplan]
design.die.area_um2 = 25400
placementRows = 57
fp.dieH_um = 159
floorplan.die.width_um = 159
fp_util = 0.306
placeableCoreArea_um2 = 24200
io-pin-count = 103

[worst_hold_path]
worstHoldPathType = "primary input to output pin"
timing.hold.worst.start = "shift[4]"

[grt]
grt_pass1_wl_um = 56700
first_global_vias = 8099
overflow = 0
antenna_found_initial = 0
grt_start_max_net_pins = 61
track_usage = 0.315

[run_status]
outcome = "finished clean"
[power by group through the flow]
stage     registers [mW]  logic (mW)  clock network (mW)
6_report               0       0.608                   0
5_1_grt                0       0.638                   0
4_1_cts                0       0.594                   0
[stage by stage]
stage	setup slack, ns	hold slack (ns)	cells	utilization
global placement	2.21	5.20	1194	0.350
floorplan	4.06	4.51	854	-
finish	1.94	5.19	1194	0.350
detailed placement	2.20	5.20	1194	0.350
global route	1.79	5.24	1194	0.350
CTS	2.18	5.21	1194	0.350
[worst max-delay path, cell delays in order]
cell,delay (ns)
sky130_fd_sc_hd__clkbuf_8,0.50
sky130_fd_sc_hd__inv_2,0.37
sky130_fd_sc_hd__ha_2,0.42
sky130_fd_sc_hd__buf_4,0.55
sky130_fd_sc_hd__inv_2,0.49
sky130_fd_sc_hd__mux2i_1,0.79
sky130_fd_sc_hd__mux2i_1,0.22
sky130_fd_sc_hd__mux2i_1,0.36
sky130_fd_sc_hd__a2111o_1,0.27
sky130_fd_sc_hd__clkdlybuf4s50_1,0.48
[kinds of logic after synthesis]
group	after synthesis	synth area share
and+or+nand+nor	256	0.151
muxes	253	0.545
AOI/OAI and AO/OA	212	0.205
buffers and inverters	130	0.0904
xor gates and xnor gates	2	0.00591
adders and majority gates	1	0.00169
[worst paths after layout]
path                          end  cells past startpoint  slack, ns
setup / recovery  left_rotate[16]                     10       1.94
hold / removal    left_rotate[29]                      3       5.19
[metal layers]
metal / track usage / routed length, um / vias to the layer above
li1: - / - / 3448
met5: 0.00189 / 0 / -
met2: 0.464 / 17000 / 683
met3: 0.109 / 4870 / 120
met4: 0.141 / 2210 / 0
met1: 0.426 / 14800 / 4137
[cell type report]
cell class | count | area, um^2 | area share
multi-input combinational | 724 | 6760 | 0.798
timing repair buffer | 139 | 1280 | 0.151
tap | 324 | 405 | 0.0478
inverter | 7 | 26.3 | 0.00310
[cells in the mapped netlist (3+ instances only)]
| cell type | instances | area, um^2 |
|---|---|---|
| sky130_fd_sc_hd__mux2_1 | 4 | 45.0 |
| sky130_fd_sc_hd__inv_1 | 4 | 15.0 |
| sky130_fd_sc_hd__a21o_1 | 3 | 22.5 |
| sky130_fd_sc_hd__nand4_1 | 3 | 18.8 |
| sky130_fd_sc_hd__nand3_1 | 11 | 55.1 |
| sky130_fd_sc_hd__nor3_1 | 25 | 125 |
| sky130_fd_sc_hd__buf_6 | 11 | 124 |
| sky130_fd_sc_hd__inv_2 | 3 | 11.3 |
| sky130_fd_sc_hd__nand2b_1 | 7 | 43.8 |
| sky130_fd_sc_hd__a32oi_1 | 5 | 43.8 |
| sky130_fd_sc_hd__o32a_1 | 3 | 30.0 |
| sky130_fd_sc_hd__a21oi_1 | 42 | 210 |
| sky130_fd_sc_hd__or3_1 | 8 | 50.1 |
| sky130_fd_sc_hd__o21ai_1 | 19 | 95.1 |
| sky130_fd_sc_hd__a211o_1 | 12 | 105 |
| sky130_fd_sc_hd__buf_2 | 34 | 170 |
| sky130_fd_sc_hd__mux2i_1 | 92 | 921 |
| sky130_fd_sc_hd__nand2_1 | 79 | 297 |
| sky130_fd_sc_hd__clkbuf_1 | 55 | 206 |
| sky130_fd_sc_hd__mux2_2 | 40 | 450 |
| sky130_fd_sc_hd__a31oi_1 | 13 | 81.3 |
| sky130_fd_sc_hd__o2111ai_1 | 4 | 35.0 |
| sky130_fd_sc_hd__o22ai_1 | 3 | 18.8 |
| sky130_fd_sc_hd__buf_1 | 9 | 33.8 |
| sky130_fd_sc_hd__nor2_1 | 106 | 398 |
| sky130_fd_sc_hd__o211ai_1 | 16 | 120 |
| sky130_fd_sc_hd__a22oi_1 | 12 | 90.1 |
| sky130_fd_sc_hd__a221o_1 | 8 | 80.1 |
| sky130_fd_sc_hd__buf_4 | 12 | 90.1 |
| sky130_fd_sc_hd__a211oi_1 | 12 | 90.1 |
| sky130_fd_sc_hd__o221ai_1 | 16 | 140 |
| sky130_fd_sc_hd__o32ai_1 | 10 | 87.6 |
| sky130_fd_sc_hd__mux4_2 | 116 | 2610 |
| sky130_fd_sc_hd__o21ai_0 | 11 | 55.1 |
| sky130_fd_sc_hd__nor2b_1 | 3 | 18.8 |
