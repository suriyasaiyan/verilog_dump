File: config.mk
export PLATFORM = sky130hd
export DESIGN_NAME = rotatebychatgpt
export DESIGN_NICKNAME = rotatebychatgpt
export VERILOG_FILES = /design/flow/design.v
export SDC_FILE = /design/flow/constraint.sdc
export NUM_CORES = 4
export LEC_CHECK = 1
export CORE_UTILIZATION = 30
File: constraint.sdc
current_design rotatebychatgpt

set clk_period 11.7
set clk_io_pct 0.2

create_clock -name clk0 -period $clk_period

set non_clock_inputs [all_inputs -no_clocks]
set_input_delay [expr $clk_period * $clk_io_pct] -clock clk0 $non_clock_inputs
set_output_delay [expr $clk_period * $clk_io_pct] -clock clk0 [all_outputs]
File: design.v
`timescale 1ns / 1ps
module rotatebychatgpt(
  input [31:0] data_in,
  input [4:0] shift_amount,
  input direction,  
  output [31:0] data_out
);
  wire [31:0] shifted_data;
  assign shifted_data = (direction) ? 
                       (data_in >> shift_amount) | (data_in << (32 - shift_amount)) :
                       (data_in << shift_amount) | (data_in >> (32 - shift_amount));
  assign data_out = shifted_data;
endmodule
File: run.sh
#!/bin/bash
# OpenROAD 26Q1-2900-gdf79404cd8, Yosys 0.63+post, stock flow scripts
make -C /OpenROAD-flow-scripts/flow DESIGN_CONFIG=/design/flow/config.mk WORK_HOME=/design/flow/orfs finish
==> flow_metrics.py <==
# Metrics from the implementation run
metrics = {
    "global_routing": {
        "grt_start_max_net_pins": 55,
        "grt_pass1_vias": 8804,
        "grt_antenna_before_repair": 1,
        "overflow": 0,
        "grt_pass1_wl_um": 63070,
        "grt_util_all_layers_pct": 33.58,
    },
    "setup_path": {
        "cp_slowest_stage_delay_ns": 1.01,
        "worstPathRequired_ns": 9.36,
        "startpoint": "shift_amount[1]",
        "end_kind": "output port",
        "crit_type": "input pin to output port",
        "arrival_ns": 6.78,
        "cpMaxStageDelayCell": "a2111oi_0",
        "start_kind": "input pin",
        "worst-path-buf-inv": 4,
        "path_delay_family": "buffers and inverters",
        "crit_fanout": 52,
        "crit_chain": "buf_4 > inv_2 > ha_2 > buf_4 > mux4_2 > mux2_2 > nor2_1 > a21oi_1 > a2111oi_0 > a21oi_1 > clkdlybuf4s50_1",
    },
    "run": {
        "drv_cap": 0,
        "tool_warnings": 32,
    },
    "layout": {
        "area_growth_syn_to_layout_pct": 10.21,
        "lay_top_cells": "121 x nor2_1, 107 x mux2i_1, 92 x nand2_1",
        "fillers": 2724,
        "comb_area_um2": 7256,
        "lay_top_count": "nor2_1",
        "finish.utilization_pct": 33.68,
        "area.sequential_um2": 0,
        "drive_gt1_share_pct": 23.34,
        "seq_cell_count": 0,
        "nClkBuffers": 0,
    },
    "place": {
        "io_buffers": 70,
        "gp_congestion": 1.045,
        "dpl.hpwl_um": 31020,
        "place_ws_ns": 2.800,
    },
    "detailed_routing": {
        "routed_wl_um": 43730,
        "via_count": 9227,
        "drc": 0,
        "drtAntennaViolNets": 0,
        "drtIter0Drc": 1158,
        "wire_per_inst_um": 33.28,
        "dr.pass1.iters": 9,
        "vias_per_cell": 7.022,
    },
    "yosys": {
        "netlist_instances": 988,
        "syn_avg_cell_area_um2": 8.059,
        "yosysTopAreaCellShare_pct": 25.74,
        "yosys_cells": 988,
        "ys_chip_area_um2": 7963,
        "synth_cell_type_count": 73,
        "synth_area_um2": 7963,
        "yosys_warnings": 0,
        "topCellsByArea": "mux4_2 26%, mux2i_1 13%, mux2_2 7.9%",
        "yosys.area.top_type": "mux4_2",
        "synth_seq_share_pct": 0,
    },
    "min_path": {
        "hp-start": "shift_amount[4]",
        "hold_path.class": "input pin to output port",
    },
    "power_and_ir_drop": {
        "internal_power_uw": 228.7,
        "switching_share_pct": 59.05,
        "switching_power_uw": 329.8,
        "cellPowerDensity_nw_per_um2": 63.65,
        "leakage_uw": 0.003170,
        "vdd_drop_max_mv": 0.03198,
    },
    "final_timing": {
        "setup_viol": 0,
        "rsz0062_at_grt": "false",
        "drv_slew": 0,
        "layout_setup_ws_ns": 2.577,
        "finalClockPeriodUsage_pct": 77.97,
        "fmax_ghz": 0.1096,
        "finalSetupTns_ns": 0,
        "tightest_slew_ns": 1.089,
        "hold_violations": 0,
        "finalCriticalPeriod_ns": 9.123,
        "relSlewSlack_pct": 25.51,
    },
    "die": {
        "die_x_um": 164.9,
        "die_area_um2": 27200,
        "fp_util_pct": 30.56,
        "placementRows": 59,
        "design.core.area_um2": 26060,
        "io_pins": 70,
        "die_h_um": 164.9,
    },
    "clocking": {
        "post_cts_resized": 0,
        "cts_setup_buffers": 0,
        "holdBufCountCts": 0,
    },
    "outcome": {
        "status": "finished, final reports clean",
    },
}
Yosys cell counts, drive strengths merged, types with 13 or more instances:
library cell,count
a211oi,27
a31oi,17
o211ai,19
a221oi,14
clkbuf,62
o21ai,50
nand2,92
nor2,121
a2111oi,13
nand3,15
mux2,60
inv,13
mux2i,107
a21oi,52
mux4,93
nor3,26
buf,68
cells by family (layout without fill, tap and decap cells):
logic type | Yosys count | count (layout) | synth area share (%)
other cells | 0 | 2 | 0
fa+ha+maj | 1 | 1 | 0.1571
xor+xnor | 4 | 4 | 0.4401
buf+inv | 143 | 132 | 9.428
mux | 260 | 260 | 48.43
compound gates | 279 | 279 | 24.89
simple gates | 301 | 301 | 16.66
routing by layer:
metal | vias up | part of all wire [%] | track usage, %
met5 | - | 0 | 0
met4 | 0 | 5.7 | 13.80
met3 | 163 | 15 | 14.34
met2 | 750 | 42 | 48.57
met1 | 4442 | 37 | 44.23
li1 | 3872 | - | -
final cells by class:
class	instances	area share [%]
well taps	335	4.776
multi-input cells	845	82.68
diodes	2	0.05703
inverters	13	0.5560
repair buffers	119	11.93
path summary, 6_finish.rpt:
check / endpoint / cells past startpoint
worst min-delay path: data_out[28] / 5
worst max-delay path: data_out[3] / 11
power by group through the flow:
stage | Clock, uW | Sequential, uW | Combinational, uW
CTS | 0 | 0 | 541
global route | 0 | 0 | 587
per-stage QoR:
step	hold slack, ns	std cells	total power (uW)	cell area, um^2
floorplan	4.907	988	339.4	7963
global placement	5.712	1312	544.7	8771
detailed placement	5.712	1312	539.3	8771
CTS	5.713	1312	541.2	8771
global route	5.763	1312	586.9	8771
finish	5.726	1314	558.5	8776
Power is estimated from default activity; no workload was simulated.
