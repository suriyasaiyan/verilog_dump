### design/flow/config.mk
export PLATFORM = sky130hd
export DESIGN_NAME = rc5_encryption
export DESIGN_NICKNAME = rc5_encryption
export VERILOG_FILES = /design/flow/design.v
export SDC_FILE = /design/flow/constraint.sdc
export NUM_CORES = 4
export LEC_CHECK = 1
export CORE_UTILIZATION = 30
### design/flow/constraint.sdc
current_design rc5_encryption

set clk_period 44.4
set clk_io_pct 0.2

create_clock -name clk0 -period $clk_period [get_ports {clk}]

set non_clock_inputs [all_inputs -no_clocks]
set_input_delay [expr $clk_period * $clk_io_pct] -clock clk0 $non_clock_inputs
set_output_delay [expr $clk_period * $clk_io_pct] -clock clk0 [all_outputs]
### design/flow/design.v
module rc5_encryption (
    input clk,
    input rst,
    input [63:0] d_in,
    output reg [63:0] d_out 
);
    parameter WORD_SIZE  = 32;
    parameter NUM_ROUNDS = 12;
    reg [WORD_SIZE-1:0] key_rom[2*NUM_ROUNDS+1:0];
    function [WORD_SIZE-1:0] rol;
        input [WORD_SIZE-1:0] value;
        input integer shift;
        begin
            rol = (value << shift) | (value >> (WORD_SIZE-shift));
        end
    endfunction
    localparam IDLE    = 2'b00,
               INIT    = 2'b01,
               ENCRYPT = 2'b10,
               DONE    = 2'b11;
    initial begin
        key_rom[0]  = 32'h0;
        key_rom[1]  = 32'h0;
        key_rom[2]  = 32'h46F8E8C5;
        key_rom[3]  = 32'h460C6085;
        key_rom[4]  = 32'h70F83B8A;
        key_rom[5]  = 32'h284B8303;
        key_rom[6]  = 32'h513E1454;
        key_rom[7]  = 32'hF621ED22;
        key_rom[8]  = 32'h3125065D;
        key_rom[9]  = 32'h11A83A5D;
        key_rom[10] = 32'hD427686B;
        key_rom[11] = 32'h713AD82D;
        key_rom[12] = 32'h4B792F99;
        key_rom[13] = 32'h2799A4DD;
        key_rom[14] = 32'hA7901C49;
        key_rom[15] = 32'hDEDE871A;
        key_rom[16] = 32'h36C03196;
        key_rom[17] = 32'hA7EFC249;
        key_rom[18] = 32'h61A78BB8;
        key_rom[19] = 32'h3B0A1D2B;
        key_rom[20] = 32'h4DBFCA76;
        key_rom[21] = 32'hAE162167;
        key_rom[22] = 32'h30D76B0A;
        key_rom[23] = 32'h43192304;
        key_rom[24] = 32'hF6CC1431;
        key_rom[25] = 32'h65046380; 
    end
    reg [1:0] state;
    reg [31:0] A, B, tempA, tempB;
    reg [3:0] round_counter;
    always @(posedge clk) begin
        if (rst) begin
            state <= IDLE;
        end else begin
            case (state)
                IDLE: begin
                    if (!rst) begin
                        state = INIT;
                    end
                end
                INIT: begin
                    A = d_in[63:32];
                    B = d_in[31:0];
                    A = A + key_rom[0];
                    B = B + key_rom[1];
                    round_counter = 1;
                    state = ENCRYPT;
                end
                ENCRYPT: begin
                    if (round_counter < NUM_ROUNDS+1) begin
                          A = (rol((A^B), B[4:0])+ key_rom[2 * round_counter]);
                          B = (rol((B^A), A[4:0])+ key_rom[2 * round_counter + 1]);   
                        round_counter = round_counter + 1;
                        state = ENCRYPT;
                    end else begin
                        state = DONE;
                    end
                end
                DONE: begin
                    d_out = {A, B};
                    state = IDLE;
                end
                default: state = IDLE;
            endcase
        end
    end
endmodule
### design/flow/run.sh
#!/bin/bash
# OpenROAD 26Q1-2900-gdf79404cd8, Yosys 0.63+post, stock flow scripts
make -C /OpenROAD-flow-scripts/flow DESIGN_CONFIG=/design/flow/config.mk WORK_HOME=/design/flow/orfs finish
==> summary.txt <==
Layout cell share with drive strength beyond 1 - 11.1%
Worst Setup SP - rst
Crit path depth - 8
Total congestion overflow - 0
Distinct cells, synth - 103
Setup Skew - 0.0268 ns
Dominant Register Cell - edfxtp_1
Slowest CP cell - clkinv_1
Setup WS post-layout - 32.74 ns
Hold Path Class - flip-flop to flip-flop
RSZ-0062 raised after global routing - no
Top cells excl fill/tap - nor2_1, nand2_1, a21oi_1
CTS Buf Count - 17
Worst-path clk slew - 0.09 ns
Met3 usage - 7.41%
Grt met1 use - 37.7%
Met2 Use GR - 41.1%
Pre-CTS WS - 32.34 ns
Gpl congestion - 1.06
Sink Count - 168
Max-cap violations - 0
CTS tree - done
Cell accounting for the most synthesized area - edfxtp_1
CTS H-tree lvls - 4
Most used cell, CP - nor2_1
Tmin final - 11.66 ns
IO buf count - 129
Relative slew slack - 39.6%
Die H - 249 um
Largest net degree at the start of global routing - 61
Top Ports - 130
Vias in the first global route - 16.9k
Skew-Pair Late Insertion Delay - 0.48 ns
Crit path DAT - 12.01 ns
FF-to-FF setup slack - 32.77 ns
Cell Area, Synth - 18400 sq um
Flops after synth - 168
Core ar. - 60400 sq um
Ys Warns - 1
Total Negative Setup Slacks - 0 ns
Setup Buffers After CTS - 0
Final setup viols - 0
Syn Inst Count - 2243
CP top delay family - buffers and inverters
CP Capture Type - flip-flop
R2R depth - 36
CTS root buf - clkbuf_16
Syn avg cell area - 8.18 sq um
Maximum fanout along the worst path - 22
Actual slew at the worst max-slew pin - 0.905 ns
First-pass GRT wire length - 119000 um
Reg-to-Reg Start - B[0]
Most Crowded Layer GR - met2
Critical Path Max Stage Delay - 0.68 ns
Residual DRC - 0
Post-synthesis sequential area ratio - 25.5%
Top post-synthesis cells by area - edfxtp_1, a21oi_1, ha_1, nor2_1, o21ai_0
Startpoint type of the worst setup path - primary input
ANT nets after route - 0
Hold path depth - 1
Crit Path Category - primary input to flip-flop
Worst EP required - 44.75 ns
FMAX - 0.0858 GHz
Initial DRT Pass Iterations - 6
Yosys cell count - 2243
Top cell type's share of synthesized area - 21.6%
Period utilization - 26.3%
Routed via count - 18.2k
Status - finished, final reports clean
Final Max-Slew Violation Tally - 0
FP Core Util - 30.4%
# rows - 90
Layout area overhead - 14.9%
DR vias/cell - 5.89
EDFF count, synth - 132
CTS max path bufs - 2
RR Endpoint - B[24]
Die Area - 62200 sq um
Most numerous logic cell after layout - nor2_1
Hold Violations, Final - 0
HPWL after DPL - 67200 um
OpenROAD warnings - 38
Die extent in x - 249 um
Crit path cell chain - clkdlybuf4s50_1 -> or2_2 -> nor2_1 -> o22a_1 -> clkinv_1 -> nand2_1 -> nor2_1 -> a31o_2
Initial DRC Count - 1730
# resized after CTS - 0
Routed WL per cell - 27.0 um
Buf/Inv on CP - 2
Async SR Flop Fraction - 0%
Chip area in the Yosys report - 18400 sq um
Initial antenna violation count - 1
GR Util All Layers - 27.3%
Drt total wl - 83300 um
Cts hold-fix bufs - 0
## per-stage QoR
stage / utilization (%) / hold slack (ns) / instance area [sq um] / instances
global route: 34.9 / 0.435 / 21100 / 3084
floorplan: - / 0.403 / 18400 / 2243
finish: 34.9 / 0.403 / 21100 / 3084
global placement: 34.0 / 0.417 / 20500 / 3051
detailed placement: 34.0 / 0.409 / 20500 / 3051
CTS: 34.9 / 0.402 / 21100 / 3083
## routing by layer
| layer | vias to the layer above | share of wire, % |
|---|---|---|
| met5 | - | 0 |
| met4 | 0 | 5.2 |
| met3 | 125 | 9.7 |
| met2 | 942 | 45 |
| met1 | 8659 | 41 |
| li1 | 8448 | - |
## worst register-to-register path, delay by kind of cell (launching register included)
| kind | cells | cell delay, ns |
|---|---|---|
| buf+inv | 5 | 1.17 |
| xor+xnor | 1 | 0.09 |
| simple gates | 5 | 0.77 |
| flops | 1 | 0.33 |
| fa+ha+maj | 4 | 1.93 |
| mux | 5 | 1.31 |
| compound gates | 16 | 5.79 |
## Yosys cell counts (43+ instances only)
| library cell | count |
|---|---|
| mux2i_1 | 56 |
| o21ai_0 | 195 |
| a21oi_1 | 205 |
| xnor2_1 | 80 |
| mux2_2 | 60 |
| a211oi_1 | 43 |
| a21o_1 | 53 |
| nor2_1 | 270 |
| nand2_1 | 227 |
| clkbuf_1 | 128 |
| edfxtp_1 | 132 |
| xor2_1 | 56 |
| ha_1 | 82 |
## layout make-up
class / count / area, sq um
Fill cell: 6167 / 39300
Multi-Input combinational cell: 1870 / 12900
Timing Repair Buffer: 187 / 1730
Inverter: 44 / 166
Clock buffer: 17 / 425
Antenna cell: 1 / 2.50
Clock inverter: 15 / 155
Sequential cell: 168 / 4690
Tap cell: 782 / 978
## worst min-delay path by stage
stage | end | slack, ns | startpoint
4_1_cts | state[0] | 0.40 | state[3]
5_1_grt | state[0] | 0.43 | state[3]
6_report | state[0] | 0.40 | state[3]
## kinds of logic after synthesis
logic type      share of synthesized area [%]
compound gates                           28.2
xor+xnor                                 8.70
fa+ha+maj                                5.81
buf+inv                                  4.38
flops                                    25.5
mux                                      11.1
simple gates                             16.3
